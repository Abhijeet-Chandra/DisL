===== flow/design.v =====
module Dec3to8_FOR(w,en,y);
input [2:0]w;
input en;
output  reg [0:7]y;
always @(w,en) begin
    for(integer i=0; i<8; i=i+1)begin
        if(en==0) y = 4'b0000;
        else if(w==i) y[i] = 1;
        else y[i] = 0;
    end
end
endmodule
module Dec4to16(w,en,y);
input [3:0]w;
input en;
output [0:15]y;
Dec3to8_FOR Dec3to8_FOR_1(w[2:0],(~w[3]&en),y[0:7]);
Dec3to8_FOR Dec3to8_FOR_2(w[2:0],(w[3]&en),y[8:15]);
endmodule

===== flow/run.sh =====
#!/bin/bash
# OpenROAD 26Q1-2900-gdf79404cd8, Yosys 0.63+post, stock flow scripts
make -C /OpenROAD-flow-scripts/flow DESIGN_CONFIG=/design/flow/config.mk WORK_HOME=/design/flow/orfs finish

===== flow/config.mk =====
export PLATFORM = sky130hd
export DESIGN_NAME = Dec4to16
export DESIGN_NICKNAME = Dec4to16
export VERILOG_FILES = /design/flow/design.v
export SDC_FILE = /design/flow/constraint.sdc
export NUM_CORES = 4
export LEC_CHECK = 1
export CORE_AREA = 10 10 70 70
export DIE_AREA = 0 0 80 80

===== flow/constraint.sdc =====
current_design Dec4to16

set clk_period 1.5
set clk_io_pct 0.2

create_clock -name clk0 -period $clk_period

set non_clock_inputs [all_inputs -no_clocks]
set_input_delay [expr $clk_period * $clk_io_pct] -clock clk0 $non_clock_inputs
set_output_delay [expr $clk_period * $clk_io_pct] -clock clk0 [all_outputs]

==> CHANGELOG.md <==
### Changed

- Status: finished, final reports clean
- HPWL after DPL: 773.7 um
- GPL Wtd Cong: 0.7513
- Vias: 283
- Synth Instances: 23
- Max Cap Viol: 0
- Mux frac, synth: 0%
- Crit end category: output port
- Top cells by count: nor2_1 (12), nor3_1 (3), nand2b_1 (2), nand3b_1 (2)
- Crit-path max FO: 7
- Fin. max-slew vios: 0
- Die extent in x: 80 um
- Clock buffer cells: 0
- Post-synth area from yosys stat: 117.6 um2
- Syn avg cell area: 5.114 um2
- Worst VDD drop: 30.90 uV
- Netlist Area Pre-Place: 117.6 um2
- Adder share: 0%
- Number of global-route vias before repair: 278
- Tmin final: 1462 ps
- Dominant cell area share: 38.30%
- Hold buffer count at CTS: 0
- Setup WS pre-CTS: -601.2 ps
- Yosys cell types: 8
- Drt initial violations: 20
- Min-delay worst type: input pin to output port
- Final setup violation count: 0
- CP required: 1200 ps
- Met3 WL post-DR: 143 um
- # diodes: 0
- Final wirelength: 978 um
- Layout cells sized above 1: 62.96%
- FP Core Util: 3.443%
- Worst Setup EP: y[14]
- Flop count: 0
- Xor+xnor area frac: 0%
- Tcrit/Tclk final: 97.49%
- All-layer global routing usage: 2.771%
- Unrepaired setup endpoints after global routing: yes
- Worst slew pin tran: 116.0 ps
- Fillers: 394
- Final worst slack: 37.71 ps
- Top routing layer used: met3
- First-pass DRT Iterations: 3
- Placed Cells: 91
- DRC errors left: 0
- Wl on met1: 327 um
- Critical Path Source Type: input pin
- Total congestion overflow: 0
- First-pass GRT wire length: 1483 um
- Crit path launch: w[0]
- Die height: 80 um
- Power per cell area: 156.8 nW/um2
- Row cnt: 21
- Slew headroom: 92.22%
- Most common cell in the netlist: nor2_1
- Initial antenna violation count: 0
- Hold Vio Cnt, Final: 0
- Top cells by area: nor2_1 (38%), nor3_1 (13%), nand3b_1 (13%), nand2b_1 (11%), or3b_4 (9.6%)
- Via density: 2.830
- Post-synth top area cell: nor2_1
- Non-filler cells, final: 100
- P_leak: 0.2585 nW
- DIE AREA: 6400 um2
- Hold Slack: 913.1 ps
- Drt wl/cell: 9.780 um
- Yosys aoi share: 0%
- Yosys warns: 1
- Seq/Total Area, Yosys: 0%
- Arr. time, crit path: 1160 ps
- Simple Share, Synth: 100.0%
- Yosys Instances: 23
- Port Buf Inserts: 21
- CORE AREA: 3416 um2
- # IOs: 21
- Setup CP Type: input pin to output port
- Fmax: 0.6839 GHz
- Top non-seq family: simple AND/OR/NAND/NOR gates
- ANT nets after route: 0
- Met2 Routed Length: 507 um
- Area growth, synth to finish: 327.7%
- OpenROAD warnings: 34
- Flop area: 0 um2
- Largest net degree at the start of global routing: 8
stage by stage:
stage          instance area (um2)  util (%)  total power, mW  setup TNS (ps)
2_1_floorplan                117.6         -          0.01401               0
3_3_place_gp                 392.9     11.50          0.05286           -8173
3_5_place_dp                 392.9     11.50          0.05336           -8354
4_1_cts                      461.7     13.52          0.07163         -0.4857
5_1_grt                      503.0     14.73          0.08728          -9.397
6_report                     503.0     14.73          0.07885               0
worst min-delay path by stage:
stage | startpoint | end | slack, ps | depth (start not counted)
final | w[1] | y[0] | 910 | 3
after global routing | w[1] | y[0] | 940 | 3
after CTS | w[1] | y[0] | 900 | 3
cell type report:
type,count,area [um2],area share [%]
well taps,46,57.56,11.44
repair buffers,31,267.8,53.23
multi-input cells,23,177.7,35.32
routing by layer:
| layer | vias up | global-route usage [%] |
|---|---|---|
| met3 | 0 | 1.023 |
| met2 | 12 | 5.778 |
| met5 | - | 0 |
| met4 | 0 | 0 |
| li1 | 142 | - |
| met1 | 129 | 2.571 |
logic make-up (layout without fill, tap and decap cells):
group / count (synthesis) / count (layout)
buffers and inverters: 0 / 31
AND/OR/NAND/NOR: 23 / 23
critical path, stage by stage:
cell             delay (ps)
buf_4                   150
nand2b_4                170
nor2_2                   70
clkdlybuf4s50_1         470
power breakdown:
part	internal, mW	switching (mW)
registers	0	0
clock network	0	0
logic	0.0449	0.0340
total	0.0449	0.0340
cells in the final DEF (no fill, tap or decap):
cell type and n:
buf_2 5, buf_4 9, buf_6 4, buf_8 1, clkdlybuf4s50_1 2, dlygate4sd2_1 8, dlymetal6s2s_1 2, nand2_2 1
nand2b_4 2, nand3_4 1, nand3b_1 2, nor2_1 6, nor2_2 6, nor3_2 4, or3b_4 1
what timing repair did:
item	CTS	global route
hold endpoints to repair	0	0
endpoints found under the setup margin	16	8
pin swaps	14	5
gates resized	63	6
setup buffers	5	5
cloned	0	0
Power figures rest on the tool's default switching activity, not on a simulated workload.
