## design.v

```verilog
module full_adder(a,b,cin,s,cout);
input a,b,cin;
output s,cout;
assign s = a^b^cin;
assign cout = (a&b)|(b&cin)|(a&cin);
endmodule
module four_bit_adder(a,b,s,cin,cout);
input [3:0]a,b;
input cin;
output [3:0]s;
output cout;
wire [3:1] c;
full_adder stage0(a[0],b[0],cin,s[0],c[1]);
full_adder stage1(a[1],b[1],c[1],s[1],c[2]);
full_adder stage2(a[2],b[2],c[2],s[2],c[3]);
full_adder stage3(a[3],b[3],c[3],s[3],cout);
endmodule
`timescale 1ns/1ns
module bcd_adder(a,b,cin,s,cout2);
input [3:0]a,b;
input cin;
output[3:0]s;
output cout2;
wire [3:0]z;
wire k,c;
four_bit_adder four_bit_adder_instance0(a,b,z,cin,k);
assign c = k|(z[3]&z[2])|(z[1]&z[3]);
four_bit_adder four_bit_adder_instance1(z,{1'b0,c,c,1'b0},s,cin,cout2);
endmodule
```

## run.sh

```bash
#!/bin/bash
# OpenROAD 26Q1-2900-gdf79404cd8, Yosys 0.63+post, stock flow scripts
make -C /OpenROAD-flow-scripts/flow DESIGN_CONFIG=/design/flow/config.mk WORK_HOME=/design/flow/orfs finish
```

## config.mk

```make
export PLATFORM = sky130hd
export DESIGN_NAME = bcd_adder
export DESIGN_NICKNAME = bcd_adder
export VERILOG_FILES = /design/flow/design.v
export SDC_FILE = /design/flow/constraint.sdc
export NUM_CORES = 4
export LEC_CHECK = 1
export CORE_AREA = 10 10 70 70
export DIE_AREA = 0 0 80 80
```

## constraint.sdc

```tcl
current_design bcd_adder

set clk_period 4.1
set clk_io_pct 0.2

create_clock -name clk0 -period $clk_period

set non_clock_inputs [all_inputs -no_clocks]
set_input_delay [expr $clk_period * $clk_io_pct] -clock clk0 $non_clock_inputs
set_output_delay [expr $clk_period * $clk_io_pct] -clock clk0 [all_outputs]
```

==> metrics.cfg <==
[run_status]
status = finished, violations left
violations = negative setup slack

[routing]
drc_errors = 0
via_per_inst = 2.18
drt-initial-drc-count = 4
drt-total-wl_um = 615
vias = 181
ant_nets = 0
drt-wirelength-per-cell_um = 7.41
first_pass_iters = 2
diodes = 0

[final_layout]
seq_area_um2 = 0
syn_to_final_growth_pct = 106
drive_above_1_share_pct = 54.1
nClkBuffers = 0
seq_cells = 0

[power]
peakVddDrop_v = 0.0000541
p_leak_nw = 0.183
power-per-cell-area_nw_per_um2 = 216

[synthesis]
logic_family = adder cells
yosys.area_share.simple_pct = 6.29
ys_cells = 25
syn_inst = 25
aoi_share_pct = 9.14
ys_seq_share_pct = 0
netlist_area_um2 = 219
ys_types = 10
ys_sh_mux_pct = 0
adder_share_pct = 57.1
yosys_area_um2 = 219
yosysWarnings = 0
synth_area_per_cell_um2 = 8.76
ys_sh_xor_pct = 0

[worst_setup_path]
crit_type = in2out
arrival_ns = 3.40
critPathMaxFanout = 2
critPathLaunchType = input pin
crit_path_end_kind = primary output
crit_required_ns = 3.28

[place]
place_ws_ns = -0.968
dp_hpwl_um = 554
io_buffer_count = 14
gp_congestion = 0.832

[global_route]
overflow = 0
grt_pass1_wl_mm = 1.05
grt_pass1_vias = 210
grt_start_max_net_pins = 3
grt.total_usage_pct = 1.98
antenna_found_initial = 0

[sta]
rsz0062_at_grt = yes
worst_slack_ns = -0.120
max_freq_ghz = 0.237
setup_viol = 3
slew_violations = 0
hold_slack_ns = 2.23
tightestPinTransition_ns = 0.126
relSlewSlack_pct = 91.6
hold_violations = 0
fin_crit_ns = 4.22
fin_crit_sh_pct = 103

[hold_path]
holdPathEnd = s[1]
hp-start = cin
hold_depth = 5
hold_path_class = in2out

[job]
warnings = 35
cap_violations = 0

[floorplan]
io_pins = 14
row_count = 21
dieWidth_um = 80
core_area_um2 = 3420
die-area_um2 = 6400
initial_utilization_pct = 6.41
die_h_um = 80

[clocking]
cts_setup_buffers = 0

## how the worst max path moves through the flow
stage         start    to  slack (ns)  cells after the start
finish         a[0]  s[3]       -0.12                     13
global route   a[0]  s[3]       -0.27                     13
CTS            b[0]  s[3]       -0.17                     13
## cell usage in the layout (no fill, tap or decap)
cell	Yosys	layout
clkdlybuf4s50_1	0	5
inv_2	0	4
inv_1	8	4
fa_2	0	4
buf_6	0	3
ha_4	0	2
buf_8	0	2
clkdlybuf4s15_1	0	2
buf_4	4	2
nand2_1	1	1
a21oi_2	0	1
a21o_1	1	1
nand2b_1	1	1
o21a_1	1	1
nor2_2	0	1
fa_1	5	1
dlygate4sd2_1	0	1
buf_2	0	1
## synthesized netlist by cell type
library cell / number / area share, %
fa_1: 5 / 46
a21o_1: 1 / 3.4
buf_4: 4 / 14
inv_1: 8 / 14
nor2_1: 1 / 1.7
nand2_1: 1 / 1.7
ha_1: 2 / 11
a21oi_1: 1 / 2.3
o21a_1: 1 / 3.4
nand2b_1: 1 / 2.9
## what timing repair did
action / 4_1_cts / 5_1_grt
pin swaps: 10 / 9
hold endpoints to repair: 0 / 0
hold buffers: 0 / 0
gates resized: 39 / 3
endpoints found under the setup margin: 4 / 4
## area by class of cell
type / count / area [um2]
Multi-Input combinational cell: 13 / 200
Tap cell: 46 / 57.6
Fill cell: 389 / 2970
Inverter: 8 / 30.0
Timing Repair Buffer: 16 / 163
## kinds of logic after synthesis
family	after synthesis
compound gates	3
fa+ha+maj	7
buf+inv	12
simple gates	3
## metrics by stage
stage               total power [W]  utilization [%]  instances  instance area (um2)  TNS [ns]
global placement          0.0000911             12.1         83                  413     -2.99
detailed placement        0.0000913             12.1         83                  413     -3.15
global route               0.000115             13.2         83                  450    -0.588
floorplan                 0.0000521                -         25                  230  -0.00949
CTS                       0.0000976             13.0         83                  445    -0.327
finish                    0.0000971             13.2         83                  450    -0.175
## layer usage
layer | vias up | global-route usage (%) | wire length (um) | share of wire [%]
met5 | - | 0 | 0 | 0
met4 | 0 | 0 | 0 | 0
met3 | 0 | 1.70 | 159 | 26
met2 | 11 | 3.13 | 220 | 36
met1 | 77 | 2.08 | 235 | 38
li1 | 93 | - | - | -
## worst max-delay path: stages
cell and delay [ns]:
buf_8 0.07, o21a_1 0.13, nor2_2 0.05, fa_2 0.38, fa_2 0.34, inv_2 0.06
fa_1 0.44, a21oi_2 0.17, fa_2 0.20, inv_2 0.04, fa_2 0.34, ha_4 0.28
buf_6 0.08
## where the power goes
group	leakage, nW	total (W)	internal, W	switching (W)
Combinational	0.183	0.0000971	0.0000621	0.0000350
Sequential	0	0	0	0
Clock	0	0	0	0
Total	0.183	0.0000971	0.0000621	0.0000350
Power figures rest on the tool's default switching activity, not on a simulated workload.
