## flow/design.v

```verilog
module active_low_2to4(w,en,y);
input [1:0]w;
input en;
output reg [0:3]y;
always @(w,en) begin
    case ({en,w})
        4: y = 4'b0111;
        5: y = 4'b1011;
        6: y = 4'b1101;
        7: y = 4'b1110;
        default: y = 4'b1111;
    endcase
end
endmodule
module active_low_4to16(w,en,y);
input [3:0]w;
input en;
output [0:15]y;
wire [0:3]c;
active_low_2to4 active_low_2to4_1a(w[3:2],en,c);
active_low_2to4 active_low_2to4_2a(w[1:0],~c[0],y[0:3]);
active_low_2to4 active_low_2to4_2b(w[1:0],~c[1],y[4:7]);
active_low_2to4 active_low_2to4_2c(w[1:0],~c[2],y[8:11]);
active_low_2to4 active_low_2to4_2d(w[1:0],~c[3],y[12:15]);
endmodule
```

## flow/run.sh

```bash
#!/bin/bash
# OpenROAD 26Q1-2900-gdf79404cd8, Yosys 0.63+post, stock flow scripts
make -C /OpenROAD-flow-scripts/flow DESIGN_CONFIG=/design/flow/config.mk WORK_HOME=/design/flow/orfs finish
```

## flow/config.mk

```make
export PLATFORM = sky130hd
export DESIGN_NAME = active_low_4to16
export DESIGN_NICKNAME = active_low_4to16
export VERILOG_FILES = /design/flow/design.v
export SDC_FILE = /design/flow/constraint.sdc
export NUM_CORES = 4
export LEC_CHECK = 1
export CORE_AREA = 10 10 70 70
export DIE_AREA = 0 0 80 80
```

## flow/constraint.sdc

```tcl
current_design active_low_4to16

set clk_period 1.4
set clk_io_pct 0.2

create_clock -name clk0 -period $clk_period

set non_clock_inputs [all_inputs -no_clocks]
set_input_delay [expr $clk_period * $clk_io_pct] -clock clk0 $non_clock_inputs
set_output_delay [expr $clk_period * $clk_io_pct] -clock clk0 [all_outputs]
```

==> metrics.yaml <==
status: "finished clean"
std_cell_rows: 21
yosysChipArea_um2: 151
postSynthSeqShare_pct: 0
finalNonFillerCells: 104
via_count: 312
rsz0062_at_grt: "no"
grt-ovfl-total: 0
dpl.cell_count: 101
fmax_mhz: 729
peakVddDrop_uv: 47.1
seq_area_um2: 0
antenna_found_initial: 0
crit_type: "input port to primary output"
placed_area_um2: 482
setup-tns-final_ns: 0
flops: 0
drt.antenna.violating_nets: 0
logic_family: "simple AND/OR/NAND/NOR gates"
track_usage_pct: 3.05
grt_max_degree: 8
synthXorXnorAreaFrac_pct: 0
adder_share_pct: 0
hold_viol_final: 0
hold_path_depth: 3
finalSetupViolCount: 0
synth.mux.area_fraction_pct: 0
postSynthAreaPerCell_um2: 5.82
port_buffers: 21
required_ns: 1.12
initCoreUtil_pct: 4.43
cp_cell_sequence: "buf_6 -> and2b_1 -> or3b_1 -> buf_2"
synthSimpleGateAreaFrac_pct: 96.7
crit_fanout: 5
grt_pass1_wl_um: 1590
start_kind: "input port"
design_area_um2: 497
coreArea_um2: 3420
leakage_nw: 0.182
path_buffers: 2
syn_area_um2: 151
postSynthCellCount: 26
yosys.cell_types.count: 13
crit_family: "simple AND/OR/NAND/NOR gates"
grt_pass1_vias: 296
drc: 0
crit_cells: 4
routed_wl_um: 1040
layout-drive-gt1-share_pct: 55.2
drv_cap: 0
antenna_cells: 0
fin_crit_sh_pct: 98.0
ios: 21
hpwl_um: 860
die_y_um: 80
die_x_um: 80
synthAoiAreaFrac_pct: 0
drtIter0Drc: 5
yosysWarnings: 1
final_util_pct: 14.5
chipArea_um2: 6400
nClkBuffers: 0
wl_per_cell_um: 9.96
tightest_slew_ns: 0.169
gp_congestion: 0.784
ys_cells: 26
slew_viol_final: 0
layout_top_cell: "buf_4"
final_cell_mix: "11 x buf_4, 7 x dlygate4sd2_1, 5 x nand2_1, 5 x buf_2"
cts_hold_buffers: 0
cpPeakStageDelay_ns: 0.35
via_per_inst: 3.00
p_per_area_nw_per_um2: 183
arrival_ns: 1.09
holdCritPathClass: "input port to primary output"
min_period_ns: 1.37
relSlewSlack_pct: 88.7
end_kind: "primary output"
warnings: 33
cp_slowest_cell: "or3b_1"
area_growth_pct: 228
drt_pass1_iterations: 3
-- routing by layer --
metal | up-vias | routed length, µm | global-route usage [%]
li1 | 161 | - | -
met1 | 135 | 440 | 3.89
met3 | 0 | 208 | 2.16
met2 | 16 | 387 | 4.33
met5 | - | 0 | 0
met4 | 0 | 0 | 0
-- kinds of logic (layout without fill, tap and decap cells) --
| logic type | after synthesis | count (layout) |
|---|---|---|
| AND/OR/NAND/NOR | 25 | 25 |
| buffers and inverters | 1 | 33 |
-- synthesized netlist by cell type (all sizes together) --
cell | number | area (µm²)
nor3b | 2 | 15.0
nor2 | 1 | 3.75
nand2 | 6 | 22.5
and3 | 1 | 7.51
buf | 1 | 5.00
nand4 | 3 | 18.8
and2b | 2 | 16.3
or3 | 1 | 6.26
nand3 | 5 | 25.0
or4 | 1 | 7.51
or3b | 2 | 17.5
nor2b | 1 | 6.26
-- cell type report --
cell class         instances  area, µm²
well taps                 46       57.6
fillers                  398       2920
repair buffers            33        254
multi-input cells         25        185
-- tightest hold or removal path, stage by stage --
cell   delay (ns)
buf_6        0.09
or4_1        0.09
buf_2        0.09
-- per-stage QoR --
stage,hold WS (ns),setup WS (ns),power (W)
after floorplan,0.584,0.325,0.0000199
after global placement,1.66,-0.682,0.0000798
after detailed placement,1.67,-0.672,0.0000800
after CTS,0.831,-0.0542,0.0000898
after global routing,0.867,0.00142,0.000101
final,0.828,0.0286,0.0000911
-- power breakdown --
part | leakage [nW] | total (W) | switching, W | internal (W)
Combinational | 0.182 | 0.0000911 | 0.0000384 | 0.0000527
Sequential | 0 | 0 | 0 | 0
Clock | 0 | 0 | 0 | 0
Total | 0.182 | 0.0000911 | 0.0000384 | 0.0000527
-- worst paths after layout --
| path | from | to | slack, ns |
|---|---|---|---|
| max | w[1] | y[5] | 0.03 |
| min | w[1] | y[4] | 0.83 |
-- what timing repair did --
item                       CTS  global route
setup endpoints to repair   16             5
setup buffers                4             1
gates resized               63             6
pin swaps                    4             1
Power is estimated from default activity; no workload was simulated.
